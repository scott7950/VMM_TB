==> flow/design.v <==
`timescale 1ns/1ps
module dut(
    clk    ,
    rst_n  ,
    addr   ,
    din    ,
    rw     ,
    dout   ,
    txd    ,
    tx_vld ,
    rxd    ,
    rx_vld   
);
input         clk    ;
input         rst_n  ;
input  [7:0 ] addr  ;
input  [31:0] din   ;
input         rw    ;
output [31:0] dout  ;
input  [7:0 ] rxd    ;
input         rx_vld ;
output [7:0 ] txd    ;
output        tx_vld ;
wire        clk   ;
wire        rst_n ;
wire [7:0 ] addr  ;
wire [31:0] din   ;
wire        rw    ;
reg  [31:0] dout  ;
wire [7:0 ] rxd    ;
wire        rx_vld ;
reg  [7:0 ] txd    ;
reg         tx_vld ;
wire        write ;
wire        read  ;
wire [31:0] config_reg ;
reg         pkt_en;
reg  [31:0] min_pkt_size ;
reg  [31:0] max_pkt_size ;
reg  [7:0 ] mem[0:512];
reg  [9:0 ] mem_wr_ptr;
reg  [9:0 ] mem_rd_ptr;
reg  [9:0 ] need_to_sent_pkt_size;
reg  [9:0 ] sending_pkt_size;
reg  [15:0] header;
reg  [2:0 ] pkt_recv_status;
reg  [1:0 ] pkt_sent_status;
reg         new_pkt;
reg         one_pkt_sent;
reg  [1:0 ] pkt_no;
assign write = (rw == 1'b0);
assign read  = (rw == 1'b1);
assign config_reg = {31'h0, pkt_en};
always @(posedge clk or negedge rst_n) begin
    if(rst_n == 1'b0) begin
        pkt_en <= 1'b0;
    end
    else begin
        if((addr == 8'h0) && (write == 1'b1)) begin
            pkt_en <= din[0];
        end
    end
end
always @(posedge clk or negedge rst_n) begin
    if(rst_n == 1'b0) begin
        min_pkt_size <= 32'd64;
    end
    else begin
        if((addr == 8'h4) && (write == 1'b1)) begin
            if((din[9:0] >= 64) && (din[9:0] < max_pkt_size[9:0]))
                min_pkt_size[9:0] <= din[9:0];
        end
    end
end
always @(posedge clk or negedge rst_n) begin
    if(rst_n == 1'b0) begin
        max_pkt_size <= 32'd512;
    end
    else begin
        if((addr == 8'h8) && (write == 1'b1)) begin
            if((din[9:0] <= 512) && (din[9:0] > min_pkt_size[9:0]))
                max_pkt_size[9:0] <= din[9:0];
        end
    end
end
always @(*) begin
    case(addr)
        8'h0    : dout = config_reg;
        8'h4    : dout = min_pkt_size;
        8'h8    : dout = max_pkt_size;
        default : dout = 32'h0;
    endcase
end
always @(posedge clk or negedge rst_n) begin
    if(rst_n == 1'b0) begin
        pkt_recv_status <= 'h0;
        pkt_recv_status <= 0;
        mem_wr_ptr <= 8'h0;
        new_pkt    <= 1'b0;
    end
    else begin
        case(pkt_recv_status)
            0: begin
                mem_wr_ptr <= 8'h0;
                if((rx_vld == 1'b1) && (pkt_en == 1'b1)) begin
                    mem_wr_ptr <= mem_wr_ptr + 1;
                    pkt_recv_status <= 1;
                    mem[mem_wr_ptr] <= rxd;
                    header[15:8] = rxd;
                end
            end
            1: begin
                if(rx_vld == 1'b1) begin
                    mem_wr_ptr <= mem_wr_ptr + 1;
                    pkt_recv_status <= 2;
                    mem[mem_wr_ptr] <= rxd;
                    if(mem_wr_ptr == 1) begin
                        header[7:0] = rxd;
                    end
                end
                else begin
                    pkt_recv_status <= 4;
                end
            end
            2: begin
                if(rx_vld == 1'b1) begin
                    if(mem_wr_ptr == max_pkt_size) begin
                        pkt_recv_status <= 4;
                    end
                    else begin
                        mem_wr_ptr <= mem_wr_ptr + 1;
                        pkt_recv_status <= 2;
                        mem[mem_wr_ptr] <= rxd;
                    end
                end
                else begin
                    pkt_recv_status <= 3;
                end
            end
            3: begin
                if(mem_wr_ptr >= min_pkt_size && header == 16'h55d5) begin
                    new_pkt <= 1'b1;
                    need_to_sent_pkt_size <= mem_wr_ptr;
                end
                pkt_recv_status <= 4;
            end
            4: begin
                new_pkt <= 1'b0;
                if(rx_vld == 1'b0) begin
                    pkt_recv_status <= 0;
                end
            end
            default : begin
            end
        endcase
    end
end
always @(posedge clk or negedge rst_n) begin
    if(rst_n == 1'b0) begin
        pkt_sent_status <= 0;
        pkt_sent_status <= 'h0;
        mem_rd_ptr <= 'h0;
        sending_pkt_size <= 'h0;
        txd <= 'h0;
        tx_vld <= 1'b0;
        one_pkt_sent <= 1'b0;
    end
    else begin
        case(pkt_sent_status)
            0: begin
                if(pkt_no > 0) begin
                    pkt_sent_status <= 1;
                    sending_pkt_size <= need_to_sent_pkt_size;
                    mem_rd_ptr <= 'h0;
                end
            end
            1: begin
                if(mem_rd_ptr < sending_pkt_size) begin
                    mem_rd_ptr <= mem_rd_ptr + 1;
                    txd <= mem[mem_rd_ptr];
                    tx_vld <= 1'b1;
                end
                else begin
                    pkt_sent_status <= 2;
                    txd <= 'h0;
                    tx_vld <= 1'b0;
                end
            end
            2: begin
                pkt_sent_status <= 3;
                one_pkt_sent <= 1'b1;
            end
            3: begin
                pkt_sent_status <= 0;
                one_pkt_sent <= 1'b0;
            end
            default: begin
            end
        endcase
    end
end
always @(posedge clk or negedge rst_n) begin
    if(rst_n == 1'b0) begin
        pkt_no <= 'h0;
    end
    else begin
        if(new_pkt == 1'b1) begin
            pkt_no <= pkt_no + 1;
        end
        else if(one_pkt_sent == 1'b1) begin
            pkt_no <= pkt_no - 1;
        end
    end
end
endmodule
==> flow/run.sh <==
#!/bin/bash
# OpenROAD 26Q1-2900-gdf79404cd8, Yosys 0.63+post, stock flow scripts
make -C /OpenROAD-flow-scripts/flow DESIGN_CONFIG=/design/flow/config.mk WORK_HOME=/design/flow/orfs finish
==> flow/config.mk <==
export PLATFORM = sky130hd
export DESIGN_NAME = dut
export DESIGN_NICKNAME = dut
export VERILOG_FILES = /design/flow/design.v
export SDC_FILE = /design/flow/constraint.sdc
export NUM_CORES = 4
export LEC_CHECK = 1
export CORE_UTILIZATION = 40
==> flow/constraint.sdc <==
current_design dut

set clk_period 21.9
set clk_io_pct 0.2

create_clock -name clk0 -period $clk_period [get_ports {clk}]

set non_clock_inputs [all_inputs -no_clocks]
set_input_delay [expr $clk_period * $clk_io_pct] -clock clk0 $non_clock_inputs
set_output_delay [expr $clk_period * $clk_io_pct] -clock clk0 [all_outputs]
==> metrics.yaml <==
synthesis:
  syn_area_sq_um: 161000
  edf_count: 4130
  yosys.area.top_type_share_pct: 76.9
  synthTopCellsByArea: "edfxtp_1 (77%), a22oi_1 (4.8%), nor2_1 (1.9%)"
  yosysMostFrequentCell: "edfxtp_1"
  ys_cells: 9855
  yosysUniqueCellTypes: 84
  yosys-top-cells-count: "edfxtp_1 (4130), a22oi_1 (1027), nor2_1 (801)"
  yosys_area_sq_um: 161000
  syn_inst: 9855
  async_flop_share_pct: 1.74
  ff_type: "edfxtp_1"
  synth_area_per_cell_sq_um: 16.4
  ys.warnings.count: 2
  ys.flops: 4203
  yosysSeqAreaShare_pct: 78.1
  synth_top_cell_by_area: "edfxtp_1"
floorplanning:
  dieHeight_microns: 637
  rows: 232
  pin_count: 93
  die_w_microns: 637
  fp-utilization_pct: 40.3
cts:
  clkSinkCount: 4203
  cts_setup_buffers: 0
  numCtsBuffers: 453
  clock_path_buffers: 4
  post_cts_resized: 0
  cts_hold_buf: 0
  h-tree-depth: 5
  cts_root_buffer: "clkbuf_16"
status:
  stop_stage: "5_1_grt"
  outcome: "stopped before the end"
  firstError: "[ERROR GRT-0116] Global routing finished with congestion. Check the congestion regions in the DRC Viewer."
placed_design:
  gp_routability_congestion: 1.45
  io_buffers: 48
  place_hpwl_microns: 1110000
global_route:
  grt.total_usage_pct: 92.2
  gr-total-overflow: 7589
  grt_pass1_vias: 184039
  grt_pass1_wl_microns: 2250000
  grt_max_degree: 79
-- through the flow --
| stage | power [W] | area [sq um] | hold slack [ns] | setup slack (ns) | cells |
|---|---|---|---|---|---|
| CTS | 0.0169 | 197000 | 0.395 | 11.07 | 17365 |
| detailed placement | 0.00923 | 183000 | 0.383 | 11.09 | 16533 |
| global placement | 0.00923 | 182000 | 0.378 | 11.06 | 16529 |
| floorplan | 0.00902 | 161000 | 0.355 | 11.90 | 9876 |
-- kinds of logic after synthesis --
logic type / synth area share [%]
DFF: 78.1
AOI/OAI and AO/OA: 12.3
and+or+nand+nor: 7.07
buffers and inverters: 1.78
adders and majority gates: 0.357
muxes: 0.306
xor gates and xnor gates: 0.114
other: 0.00233
-- metal layers --
metal / overflow / global-route usage [%]
met2: 2768 / 97.1
met3: 1424 / 90.8
met5: 159 / 82.1
met1: 1661 / 92.0
met4: 1577 / 86.5
Power and IR drop assume default switching activity.
